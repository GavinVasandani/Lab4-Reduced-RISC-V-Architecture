===== flow/config.mk =====
export PLATFORM = sky130hd
export DESIGN_NAME = sign_ext
export DESIGN_NICKNAME = sign_ext
export VERILOG_FILES = /design/flow/design.v
export SDC_FILE = /design/flow/constraint.sdc
export NUM_CORES = 4
export LEC_CHECK = 1
export CORE_AREA = 10 10 70 70
export DIE_AREA = 0 0 80 80

===== flow/run.sh =====
#!/bin/bash
# OpenROAD 26Q1-2900-gdf79404cd8, Yosys 0.63+post, stock flow scripts
make -C /OpenROAD-flow-scripts/flow DESIGN_CONFIG=/design/flow/config.mk WORK_HOME=/design/flow/orfs finish

===== flow/design.v =====
module sign_ext(
    input logic clk,
    input logic [31:0] inst,
    input logic ImmSrc,
    output logic [31:0] ImmOp,
    output logic [31:0] rem
);
    logic [11:0] imm_imm = inst[31:20];
    logic [12:0] imm_branch = {inst[31], inst[7], inst[30:25], inst[11:8], 1'b0};
    assign rem = inst;
    always_ff @(posedge clk)
        if (ImmSrc) 
            ImmOp <= {{20{imm_imm[11]}}, imm_imm};
        else 
            ImmOp <= {{19{imm_branch[12]}}, imm_branch};
endmodule

===== flow/constraint.sdc =====
current_design sign_ext

set clk_period 1.0
set clk_io_pct 0.2

create_clock -name clk0 -period $clk_period [get_ports {clk}]

set non_clock_inputs [all_inputs -no_clocks]
set_input_delay [expr $clk_period * $clk_io_pct] -clock clk0 $non_clock_inputs
set_output_delay [expr $clk_period * $clk_io_pct] -clock clk0 [all_outputs]

==> results.json <==
{
  "critPathLaunchType": "flip-flop",
  "core_mm2": 0.00342,
  "syn_to_final_growth_pct": 56.5,
  "syn_inst": 70,
  "fmax_mhz": 781,
  "whs_ns": 0.0609,
  "die_area_mm2": 0.00640,
  "hold_start": "inst[26]",
  "fp-row-count": 21,
  "min_period_ns": 1.28,
  "ys_types": 4,
  "holdPathEnd": "ImmOp[6]",
  "cts.sinks": 13,
  "place.gp.congestion": 0.650,
  "cts-root-buf": "clkbuf_4",
  "cp-end-kind": "output pin",
  "power.density_mw_per_mm2": 1050,
  "final_util_pct": 32.4,
  "hold_class": "in -> reg",
  "grt_pass1_wl_mm": 2.79,
  "violations": "setup timing",
  "slew_violations": 0,
  "detail_route.wl_per_cell_um": 12.9,
  "fp_util_pct": 20.7,
  "cts_buffer_depth": 2,
  "placedInstanceArea_mm2": 0.00107,
  "synth_area_per_cell_um2": 10.1,
  "cts.clk_slew.worst_paths_ns": 0.08,
  "cts_tree": "done",
  "arrival_ns": 1.08,
  "crit_type": "reg -> out",
  "cts_max_level": 1,
  "antenna_found_initial": 0,
  "wl_mm": 1.85,
  "pin_count": 98,
  "grt_use_total_pct": 5.38,
  "period_used_pct": 128,
  "syn_area_um2": 707,
  "ys_seq_share_pct": 36.8,
  "total_power_mw": 1.16,
  "numCtsBuffers": 3,
  "portBuffers": 67,
  "post_route_cells_drive_above_1_share_pct": 64.9,
  "crit_required_ns": 0.80,
  "die_h_um": 80,
  "route.detailed.drc": 0,
  "overflow": 0,
  "slew_headroom_pct": 83.8,
  "worst-path-max-fanout": 5,
  "maxCapViolCount": 0,
  "design_area_mm2": 0.00111,
  "whs_path_depth": 1,
  "ant_nets": 0,
  "top_regs": "ImmOp x13",
  "largest_register": "ImmOp",
  "yosysCellCount": 70,
  "die-width_um": 80,
  "worst_slew_pin_slew_ns": 0.242,
  "vias_per_cell": 3.42,
  "outcome": "finished, violations left",
  "rsz0062_at_grt": "true",
  "warnings": 27,
  "p_leak_nw": 0.540,
  "holdBufCountCts": 0,
  "grt_max_degree": 8,
  "ys.flops": 13,
  "vias": 489,
  "hpwlAfterDp_mm": 1.54,
  "ys_chip_area_um2": 707,
  "ys_warn_count": 1,
  "grt_pass1_vias": 565,
  "layout_setup_ws_ns": -0.281,
  "n_antenna_cell": 0,
  "hold_violations": 0,
  "drt-initial-drc-count": 3,
  "largest_reg_flops": 13,
  "vdd_drop_max_uv": 534,
  "setup_viol": 20,
  "detail_route.first_pass.iterations": 2
}
per-layer routing:
metal  global-route usage (%)  vias up  share of wire (%)
li1                         -      223                  -
met1                     6.08      218                 37
met2                     8.27       48                 43
met3                     3.86        0                 20
met4                    0.704        0                  0
met5                        0        -                  0
cell usage after synthesis:
| library cell | count | area [um^2] |
|---|---|---|
| buf_4 | 51 | 383 |
| dfxtp_1 | 13 | 260 |
| mux2_2 | 5 | 56.3 |
| and2_2 | 1 | 7.51 |
critical path, cell delays in order (launching register included):
cell and delay (ns):
dfxtp_4 0.35, buf_12 0.12, buf_12 0.12, buf_8 0.12
buf_6 0.10
final cells by class:
cell class,instances,area (um^2)
clock buffer,4,26.3
fill,344,2310
multi-input combinational,6,63.8
sequential,13,273
tap,46,57.6
timing repair buffer,74,686
power breakdown:
part / internal [mW] / switching [mW] / total, mW
clock: 0.154 / 0.160 / 0.314
sequential: 0.553 / 0.00943 / 0.562
combinational: 0.217 / 0.0633 / 0.280
total: 0.923 / 0.233 / 1.16
cells in the final DEF (no fill, tap or decap):
cell type / count
and2_2: 1
buf_12: 2
buf_16: 1
buf_2: 10
buf_4: 1
buf_6: 16
buf_8: 1
clkbuf_1: 1
clkbuf_2: 12
clkbuf_4: 3
clkdlybuf4s15_1: 8
clkdlybuf4s15_2: 3
clkdlybuf4s50_1: 7
dfxtp_1: 5
dfxtp_2: 7
dfxtp_4: 1
dlygate4sd2_1: 11
dlymetal6s2s_1: 2
mux2_2: 5
stage by stage:
stage	setup TNS, ns	worst slack, ns	std cells
floorplan	0	0.0526	70
global placement	-10.56	-0.364	133
detailed placement	-10.82	-0.364	133
CTS	-6.85	-0.399	146
global route	-5.41	-0.332	143
finish	-4.42	-0.281	143
logic make-up (layout without fill, tap and decap cells):
kind of cell,Yosys count,in the layout,share of synthesized area [%]
flops,13,13,36.8
buf+inv,51,78,54.2
mux,5,5,7.96
simple gates,1,1,1.06
worst max-delay path by stage:
stage | from | to | slack [ns] | cells past startpoint
after global routing | ImmOp[12] | ImmOp[19] | -0.33 | 4
after CTS | ImmOp[12] | ImmOp[22] | -0.40 | 5
final | ImmOp[12] | ImmOp[28] | -0.28 | 4
timing repair:
| action | CTS | global route |
|---|---|---|
| setup buffers | 7 | 1 |
| cloned | 3 | 0 |
| setup endpoints to repair | 54 | 31 |
| gates resized | 147 | 30 |
| hold endpoints to repair | 0 | 0 |
Power is estimated from default activity; no workload was simulated.
