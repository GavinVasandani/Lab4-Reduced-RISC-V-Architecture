==> /design/flow/config.mk <==
export PLATFORM = sky130hd
export DESIGN_NAME = regfileMux
export DESIGN_NICKNAME = regfileMux
export VERILOG_FILES = /design/flow/design.v
export SDC_FILE = /design/flow/constraint.sdc
export NUM_CORES = 4
export LEC_CHECK = 1
export CORE_AREA = 10 10 70 70
export DIE_AREA = 0 0 80 80
==> /design/flow/constraint.sdc <==
current_design regfileMux

set clk_period 1.0
set clk_io_pct 0.2

create_clock -name clk0 -period $clk_period

set non_clock_inputs [all_inputs -no_clocks]
set_input_delay [expr $clk_period * $clk_io_pct] -clock clk0 $non_clock_inputs
set_output_delay [expr $clk_period * $clk_io_pct] -clock clk0 [all_outputs]
==> /design/flow/design.v <==
module regfileMux # (
    parameter Data_Width = 32
)(
    input logic [Data_Width-1:0] regOp2,  
    input logic [Data_Width-1:0] ImmOp,  
    input logic ALUSrc,  
    output logic [Data_Width-1:0] ALUOp2  
);
assign ALUOp2 = (ALUSrc) ? ImmOp:regOp2;
endmodule
==> /design/flow/run.sh <==
#!/bin/bash
# OpenROAD 26Q1-2900-gdf79404cd8, Yosys 0.63+post, stock flow scripts
make -C /OpenROAD-flow-scripts/flow DESIGN_CONFIG=/design/flow/config.mk WORK_HOME=/design/flow/orfs finish
==> Slide: Implementation Results <==
Physical Implementation Snapshot

STA
  – Period utilization: 109%
  – Final setup margin: -92.5 ps
  – Final setup TNS: -2610 ps
  – Worst-Margin Slew: 67.9 ps
  – RSZ-0062 raised after global routing: yes
  – Slew Viols, Final: 0
  – Final Hold Viols: 0
  – Setup violators final: 32
  – Final worst path period need: 1090 ps
  – Max Clk Rate: 915 MHz
  – Relative slew slack: 95.5%

Cells and area
  – Layout cells sized above 1: 52.6%
  – Flop area: 0 sq um
  – Synth-to-layout area growth: 191%
  – Final core occ: 46.4%
  – Post-route design area: 0.00159 sq mm
  – Clkbuf count: 0
  – Flop count: 0

CTS
  – Hold_buf cts: 0

Routing
  – First-pass DRT Iterations: 2
  – Antenna-violating nets left: 0
  – Vias/cell: 3.83
  – Iter 0 DRT Violations: 7
  – WL per Instance: 15.9 um
  – Ant diodes: 0
  – Drt total wl: 2.88 mm
  – DR vias: 693
  – DRC Markers: 0

Floorplan
  – IO Count: 97
  – Total die area: 0.00640 sq mm
  – Die width: 80 um
  – # rows: 21
  – Core footprint: 0.00342 sq mm
  – Die Span Y: 80 um
  – Core Density at Floorplan: 15.9%

Flow run
  – Log Warnings: 34
  – Number of max-cap violations: 0

Yosys
  – Syn_area_per_cell: 15.1 sq um
  – Synth area leaders: mux2_4 83%, buf_12 11%, mux2_2 4.1%, buf_6 2.1%
  – Synth top area share: 82.8%
  – YS chip area: 544 sq um
  – Yosys Warn Count: 0
  – Yosys cell types: 4
  – Cell type with the largest total area: mux2_4
  – Mapped Cells: 36
  – Yosys Instances: 36
  – Post-Syn Area: 544 sq um
  – Seq share, synth: 0%

Critical path
  – Crit-path leading delay family: buffers and inverters
  – WS Path Type: in2out
  – Crit path DAT: 890 ps
  – CP Capture Type: output port
  – CP bufs+invs: 3
  – Crit path launch type: input port
  – Crit path depth: 4
  – Crit path top cell by count: buf_16
  – Crit-path max FO: 6
  – Slowest CP cell: mux2_4
  – Crit-path cells: buf_16 -> buf_16 -> mux2_4 -> buf_6
  – Worst stage delay on the critical path: 300 ps
  – Worst path required time: 800 ps

GRT
  – Pin count of the biggest net entering global routing: 7
  – Total gr overflow: 0
  – Vias in the first global route: 762
  – Initial antenna violation count: 0
  – All-Layer GR Usage: 8.34%
  – Global-route wire length before repair: 4.35 mm

Placement
  – Detail Placement HPWL: 2.42 mm
  – RePlAce Congestion: 0.770
  – Placed Area: 0.00152 sq mm
  – Buffers on Ports: 97

Outcome
  – Outcome: finished, violations left
  – Failing checks: setup timing

Power and ir drop
  – PwrDens: 398 mW/mm^2
  – Pleak: 0.858 nW
  – Max VDD drop: 0.164 mV

Min path
  – Hold/Removal Path Class: in2out
  – Hold path startpoint: ImmOp[25]
  – Worst Hold Endpoint: ALUOp2[25]
  – WHS Path Cells: 3
## power by group
group	switching (mW)	internal [mW]	total, mW
sequential	0	0	0
clock	0	0	0
combinational	0.141	0.490	0.632
## area by class of cell
cell class | instances | area (sq um)
tap | 46 | 57.6
timing repair buffer | 103 | 1050
fill | 336 | 1830
multi-input combinational | 32 | 480
## timing repair
item | CTS | global route
cloned | 4 | 0
setup buffers | 0 | 0
setup endpoints to repair | 32 | 32
resized | 191 | 7
## cells in the final DEF (no fill, tap or decap)
cell	netlist	final
buf_6	1	24
buf_16	0	5
dlygate4sd2_1	0	64
buf_12	3	2
mux2_4	30	32
buf_2	0	8
## cell families (layout without fill, tap and decap cells)
family | after synthesis | in the layout | synth area share, %
mux | 32 | 32 | 86.9
buf+inv | 4 | 103 | 13.1
## through the flow
| stage | worst slack [ps] | hold slack, ps | std cells | power (mW) |
|---|---|---|---|---|
| after floorplan | 66.9 | 498 | 36 | 0.206 |
| after global placement | -494 | 1350 | 177 | 0.647 |
| after detailed placement | -502 | 1350 | 177 | 0.652 |
| after CTS | -89.8 | 798 | 181 | 0.617 |
| after global routing | -109 | 812 | 181 | 0.676 |
| final | -92.5 | 795 | 181 | 0.632 |
## worst max path at each step
stage,startpoint,endpoint,slack (ps)
final,ALUSrc,ALUOp2[28],-90
after global routing,ALUSrc,ALUOp2[28],-110
after CTS,ALUSrc,ALUOp2[15],-90
## synth_stat cells, drive strengths merged
cell type,n
mux2,32
buf,4
## metal layers
layer / vias to the layer above / wire [um] / global-route usage [%]
met3: 0 / 299 / 3.18
met1: 302 / 1150 / 9.82
li1: 340 / - / -
met2: 51 / 1430 / 14.8
met5: - / 0 / 0
met4: 0 / 0 / 0
No activity file was given, so power comes from the tool's default toggle rates.
